==> design/flow/design.v <==
module keyboard
(
    input               clock,
    input               reset_n,
    input               cmd,             
    input       [7:0]   dat,             
    inout               ps_clk,
    inout               ps_dat,
    output  reg [7:0]   kbd,             
    output  reg         hit,             
    output  reg         kdone,           
    output  reg [7:0]   ascii,
    output  reg         err,             
    output              ready            
);
localparam
    PERIOD = 124,            
    CWAIT  = 20;             
localparam
    IDLE        = 0,
    RECEIVE     = 1,
    TRANSMIT    = 2;
assign ready  = (CMD == 0);
assign ps_clk = we_clk ? PS_CLK : 1'bz;
assign ps_dat = we_dat ? PS_DAT : 1'bz;
reg [ 1:0]  stage;
reg [ 7:0]  t;
reg [ 9:0]  dm;                  
reg [ 6:0]  dx;                  
reg [ 1:0]  rt;                  
reg [ 3:0]  cnt;
reg         CMD;
reg [ 9:0]  DAT;
reg         we_clk, we_dat;
reg         PS_CLK, PS_DAT;
wire        valid = ps_dat ^ (^kbd);
reg         released, extended, shift;
always @(negedge clock)
if (reset_n == 0) begin
    t        <= 0;
    dx       <= 0;
    dm       <= 0;
    we_clk   <= 0;
    we_dat   <= 0;
    cnt      <= 0;
    err      <= 0;
    stage    <= IDLE;
    CMD      <= 0;
    DAT      <= 8'h00;
    kdone    <= 1'b0;
    shift    <= 1'b0;
    released <= 1'b0;
    extended <= 1'b0;
end
else begin
    hit     <= 1'b0;
    kdone   <= 1'b0;
    if (cmd) begin CMD <= 1; DAT <= {  1'b1,   ~^dat, dat}; err <= 0; end
    if (dx == PERIOD) begin
        rt <= {rt[0], ps_clk};
        if (stage) begin dm <= dm + 1; if (&dm) begin stage <= IDLE; CMD <= 0; err <= 1; end end
        case (stage)
            IDLE: begin
                t   <= 0;
                cnt <= 0;
                if (rt == 2'b10) begin
                    stage <= RECEIVE;
                    err   <= 0;
                end
                else if (CMD) begin
                    stage <= TRANSMIT;
                    err   <= 0;
                    {we_clk, we_dat} <= 2'b11;
                    {PS_CLK, PS_DAT} <= 2'b11;
                end
            end
            RECEIVE: if (rt == 2'b01) begin
                t  <= t + 1;
                dm <= 0;
                case (t)
                0: if (ps_dat) begin stage <= IDLE; err <= 1; end
                1,2,3,4,5,6,7,8: kbd <= {ps_dat, kbd[7:1]};
                9: begin
                    hit <= valid;
                    if      (kbd == 8'hF0) begin released <= 1'b1; end
                    else if (kbd == 8'hE0) begin extended <= 1'b1; end
                    else begin
                        kdone <= valid && !released;
                        case ({extended, kbd})
                              8'h12, 8'h59: begin shift <= ~released; kdone <= 1'b0; end
                              8'h1C: ascii <= shift ? 8'h41 : 8'h61;
                              8'h32: ascii <= shift ? 8'h42 : 8'h62;
                              8'h21: ascii <= shift ? 8'h43 : 8'h63;
                              8'h23: ascii <= shift ? 8'h44 : 8'h64;
                              8'h24: ascii <= shift ? 8'h45 : 8'h65;
                              8'h2B: ascii <= shift ? 8'h46 : 8'h66;
                              8'h34: ascii <= shift ? 8'h47 : 8'h67;
                              8'h33: ascii <= shift ? 8'h48 : 8'h68;
                              8'h43: ascii <= shift ? 8'h49 : 8'h69;
                              8'h3B: ascii <= shift ? 8'h4A : 8'h6A;
                              8'h42: ascii <= shift ? 8'h4B : 8'h6B;
                              8'h4B: ascii <= shift ? 8'h4C : 8'h6C;
                              8'h3A: ascii <= shift ? 8'h4D : 8'h6D;
                              8'h31: ascii <= shift ? 8'h4E : 8'h6E;
                              8'h44: ascii <= shift ? 8'h4F : 8'h6F;
                              8'h4D: ascii <= shift ? 8'h50 : 8'h70;
                              8'h15: ascii <= shift ? 8'h51 : 8'h71;
                              8'h2D: ascii <= shift ? 8'h52 : 8'h72;
                              8'h1B: ascii <= shift ? 8'h53 : 8'h73;
                              8'h2C: ascii <= shift ? 8'h54 : 8'h74;
                              8'h3C: ascii <= shift ? 8'h55 : 8'h75;
                              8'h2A: ascii <= shift ? 8'h56 : 8'h76;
                              8'h1D: ascii <= shift ? 8'h57 : 8'h77;
                              8'h22: ascii <= shift ? 8'h58 : 8'h78;
                              8'h35: ascii <= shift ? 8'h59 : 8'h79;
                              8'h1A: ascii <= shift ? 8'h5A : 8'h7A;
                              8'h45: ascii <= shift ? 8'h29 : 8'h30;
                              8'h16: ascii <= shift ? 8'h21 : 8'h31;
                              8'h1E: ascii <= shift ? 8'h40 : 8'h32;
                              8'h26: ascii <= shift ? 8'h23 : 8'h33;
                              8'h25: ascii <= shift ? 8'h24 : 8'h34;
                              8'h2E: ascii <= shift ? 8'h25 : 8'h35;
                              8'h36: ascii <= shift ? 8'h5E : 8'h36;
                              8'h3D: ascii <= shift ? 8'h26 : 8'h37;
                              8'h3E: ascii <= shift ? 8'h2A : 8'h38;
                              8'h46: ascii <= shift ? 8'h28 : 8'h39;
                              8'h0E: ascii <= shift ? 8'h7E : 8'h60;
                              8'h4E: ascii <= shift ? 8'h5F : 8'h2D;
                              8'h55: ascii <= shift ? 8'h2B : 8'h3D;
                              8'h5D: ascii <= shift ? 8'h7C : 8'h5C;
                              8'h54: ascii <= shift ? 8'h7B : 8'h5B;
                              8'h5B: ascii <= shift ? 8'h7D : 8'h5D;
                              8'h4C: ascii <= shift ? 8'h3A : 8'h3B;
                              8'h52: ascii <= shift ? 8'h22 : 8'h27;
                              8'h41: ascii <= shift ? 8'h3C : 8'h2C;
                              8'h49: ascii <= shift ? 8'h3E : 8'h2E;
                              8'h4A: ascii <= shift ? 8'h3F : 8'h2F;
                              8'h66:   ascii <= 8'h08;
                              8'h0D:   ascii <= 8'h09;
                              8'h5A:   ascii <= 8'h0A;
                              8'h76:   ascii <= 8'h1B;
                              8'h29:   ascii <= 8'h20;
                              9'h17D:  ascii <= 8'h01;
                              9'h17A:  ascii <= 8'h02;
                              9'h175:  ascii <= 8'h03;
                              9'h174:  ascii <= 8'h04;
                              9'h172:  ascii <= 8'h05;
                              9'h16B:  ascii <= 8'h06;
                              9'h171:  ascii <= 8'h07;
                              9'h16C:  ascii <= 8'h0B;
                              9'h170:  ascii <= 8'h0C;
                              9'h169:  ascii <= 8'h0D;
                            default: kdone <= 1'b0;
                        endcase
                        released <= 1'b0;
                        extended <= 1'b0;
                    end
                end
                10: begin
                    CMD   <= 0;
                    stage <= IDLE;
                    err   <= ~ps_dat;
                end
                endcase
            end
            TRANSMIT: begin
                t <= t + 1;
                case (t)
                    CWAIT:    begin PS_CLK <= 0; end               
                    CWAIT+20: begin PS_DAT <= 0; end               
                    CWAIT+28: begin PS_CLK <= 1; end               
                    CWAIT+29: begin we_clk <= 0; dm <= 0; end
                    CWAIT+30: begin
                        t <= CWAIT+30;
                        if (rt == 2'b10) begin
                            PS_DAT  <= DAT[0];
                            DAT     <= DAT[9:1];
                            cnt     <= cnt + 1;
                            dm      <= 0;
                        end
                        else if (rt == 2'b01 && cnt == 10) t <= CWAIT+31;
                    end
                    CWAIT+31: we_dat <= 0;
                    CWAIT+33: begin dm <= 0; t <= CWAIT + (rt == 2'b01 ? 34 : 33); end
                    CWAIT+34: t <= (rt == 2'b10) ? CWAIT+35 : CWAIT+34;
                    CWAIT+35: begin stage <= RECEIVE; t <= 0; end
                endcase
            end
        endcase
    end
    dx <= (dx == PERIOD) ? 0 : dx + 1;
end
endmodule
==> design/flow/run.sh <==
#!/bin/bash
# OpenROAD 26Q1-2900-gdf79404cd8, Yosys 0.63+post, stock flow scripts
make -C /OpenROAD-flow-scripts/flow DESIGN_CONFIG=/design/flow/config.mk WORK_HOME=/design/flow/orfs finish
==> design/flow/config.mk <==
export PLATFORM = sky130hd
export DESIGN_NAME = keyboard
export DESIGN_NICKNAME = keyboard
export VERILOG_FILES = /design/flow/design.v
export SDC_FILE = /design/flow/constraint.sdc
export NUM_CORES = 4
export LEC_CHECK = 1
export CORE_UTILIZATION = 50
==> design/flow/constraint.sdc <==
current_design keyboard

set clk_period 4.5
set clk_io_pct 0.2

create_clock -name clk0 -period $clk_period [get_ports {clock}]

set non_clock_inputs [all_inputs -no_clocks]
set_input_delay [expr $clk_period * $clk_io_pct] -clock clk0 $non_clock_inputs
set_output_delay [expr $clk_period * $clk_io_pct] -clock clk0 [all_outputs]
==> results.py <==
# Physical implementation metrics
metrics = {
    "run_status": {
        "status": "aborted with a tool error",
        "stop_stage": "4_1_cts",
        "error": "[error] [KeplerFormal.cpp:679] Workflow failed: Iso has multiple drivers: .ps_dat0, ps_dat$_SDFFCE_NN1P_.Q0",
    },
    "logic_synthesis": {
        "yosys_warnings": 3,
        "netlist_instances": 612,
        "synth_cell_type_count": 74,
        "postSynthSeqShare_pct": 31.25,
        "netlist.area_leader.share_pct": 19.08,
        "synth_area_um2": 4932,
        "area_leaders": "dfxtp_1, edfxtp_1, ha_1, nand2_1, o21ai_0",
        "yosysCellCount": 612,
        "synth-main-ff-cell": "dfxtp_1",
        "synth-edff-count": 20,
        "synth_flops": 67,
        "synth-async-reset-ratio_pct": 0,
        "avgSynthCellArea_um2": 8.059,
        "yosys.area.top_type": "dfxtp_1",
        "yosysChipArea_um2": 4932,
    },
    "placement": {
        "dp_cells": 747,
        "dp_slack_ns": -0.1306,
        "gp_congestion": 0.9963,
        "io_buffers": 29,
        "place_hpwl_um": 9482,
        "placed_area_um2": 5334,
    },
    "clock_network": {
        "postCtsSetupBuffers": 0,
        "cts_hold_buf": 0,
        "post_cts_resize_count": 1,
        "clock-sinks": 67,
        "cts_root_buffer": "clkbuf_8",
        "cts_buffer_depth": 2,
        "cts-buffers-inserted": 9,
        "h-tree-depth": 3,
    },
    "floorplanning": {
        "fp-utilization_pct": 52.39,
        "die_y_um": 101.3,
        "die_x_um": 101.3,
        "num_rows": 35,
        "ios": 33,
    },
}
==> per-stage QoR <==
| stage | hold slack [ns] | util [%] | TNS, ns |
|---|---|---|---|
| 2_1_floorplan | 0.4003 | - | 0 |
| 3_3_place_gp | 0.4538 | 56.65 | -1.110 |
| 3_5_place_dp | 0.4678 | 56.65 | -1.346 |
==> logic make-up after synthesis <==
| family | after synthesis | synth area share [%] |
|---|---|---|
| simple gates | 256 | 27.70 |
| compound gates | 165 | 22.58 |
| flops | 67 | 31.25 |
| buf+inv | 62 | 5.226 |
| fa+ha+maj | 28 | 7.103 |
| xor+xnor | 25 | 4.439 |
| mux | 8 | 1.624 |
| other cells | 1 | 0.07603 |
==> cell usage after synthesis, types with 4 or more instances <==
master / n
a21boi_0: 6
a21oi_1: 36
a22o_1: 6
a22oi_1: 10
a31oi_1: 5
and2_1: 5
and3_1: 12
buf_2: 14
clkbuf_1: 20
dfxtp_1: 47
edfxtp_1: 20
ha_1: 28
inv_1: 26
mux2i_1: 8
nand2_1: 77
nand2b_1: 7
nand3_1: 34
nand3b_1: 6
nand4_1: 12
nor2_1: 41
nor2b_1: 11
nor3_1: 13
nor3b_1: 6
nor4_1: 5
o211a_1: 10
o211ai_1: 7
o21ai_0: 40
o22ai_1: 5
o31ai_1: 4
xnor2_1: 17
xor2_1: 8
